`flow/design.v`:
```
`timescale 1ns/1ps
module adder(
    input [31:0]a,
    input [31:0]b,
    output [31:0]c
);
    assign c = add(a, b);
    integer i, a_, b_;
    function [31:0]add(input [31:0]a, input [31:0]b);
    begin
        if($signed(a[30:23])>$signed(b[30:23])) 
        begin
            i = ($signed(a[30:23])-$signed(b[30:23]));
            b_ = b[22:0] >>> i;
            a_ = a[22:0];
            add[30:23] = a[30:23];
            if(a[31]==0&&b[31]==0) begin
                add[22:0] = b_ + a[22:0];
                add[31] = 0;
            end
            else if(a[31]==0&&b[31]==1) begin
                add[22:0] = (a_>b_) ? a_ - b_ :b_ - a_;
                add[31] = (a_>b_)?0:1;
            end
            else if(a[31]==1&&b[31]==0) begin
                add[22:0] = (a_<b_) ? b_ - a_ :a_ - b_;
                add[31] = (b_>a_)?0:1;
            end
            else begin
                add[22:0] = b_ + a_;
                add[31] = 1;
            end
        end
        else begin
            i = ($signed(b[30:23])-$signed(b[30:23]));
            a_ = a[22:0] >>> i;
            b_ = b[22:0];
            add[30:23] = b[30:23];
            if(a[31]==0&&b[31]==0) begin
                add[22:0] = a_ + b[22:0];
                add[31] = 0;
            end
            else if(a[31]==0&&b[31]==1) begin
                add[22:0] = (a_>b_) ? a_ - b_ :b_ - a_;
                add[31] = (a_>b_)?0:1;
            end
            else if(a[31]==1&&b[31]==0) begin
                add[22:0] = (a_<b_) ? b_ - a_ :a_ - b_;
                add[31] = (b_>a_)?0:1;
            end
            else begin
                add[22:0] = b_ + a_;
                add[31] = 1;
            end
        end
    end
    endfunction
endmodule
```
`flow/run.sh`:
```
#!/bin/bash
# OpenROAD 26Q1-2900-gdf79404cd8, Yosys 0.63+post, stock flow scripts
make -C /OpenROAD-flow-scripts/flow DESIGN_CONFIG=/design/flow/config.mk WORK_HOME=/design/flow/orfs finish
```
`flow/config.mk`:
```
export PLATFORM = sky130hd
export DESIGN_NAME = adder
export DESIGN_NICKNAME = adder
export VERILOG_FILES = /design/flow/design.v
export SDC_FILE = /design/flow/constraint.sdc
export NUM_CORES = 4
export LEC_CHECK = 1
export CORE_UTILIZATION = 30
```
`flow/constraint.sdc`:
```
current_design adder

set clk_period 26.6
set clk_io_pct 0.2

create_clock -name clk0 -period $clk_period

set non_clock_inputs [all_inputs -no_clocks]
set_input_delay [expr $clk_period * $clk_io_pct] -clock clk0 $non_clock_inputs
set_output_delay [expr $clk_period * $clk_io_pct] -clock clk0 [all_outputs]
```
==> Changelog: implementation <==
## Implementation

* Area Growth Syn to Fin at 13.43%
* Final RePlAce weighted congestion at 1.026
* CP Max Fanout at 33
* Largest net degree at the start of global routing at 51
* # diodes at 0
* Core footprint at 31470 µm²
* Syn Std Cell Area at 9580 µm²
* Share of layout cells above drive strength 1 at 0.04503
* Status: finished, final reports clean
* Crit path DRT at 21.28 ns
* Yosys Instances at 1458
* Biggest cell delay along the critical path at 0.70 ns
* Final ANT Viol Nets at 0
* # port buffers at 96
* Comb power frac at 1.000
* Post-Syn Instances at 1458
* Max cap viols at 0
* GR Overflow Total at 0
* Gr usage total at 0.2518
* Post-CTS Setup Inserts at 0
* Die H at 180.7 µm
* Crit path time final at 19.24 ns
* CP startpoint kind: input pin
* Final TNS setup at 0 ns
* Initial antenna violation count at 0
* Fmax at 51.97 MHz
* RSZ-0062 raised after global routing: false
* Avg Cell Area, Syn at 6.571 µm²
* WP data arrival at 13.92 ns
* Pins over their slew limit at 0
* Wire per inst at 22.11 µm
* Initial core utilization at 0.3044
* Cell area after layout at 10870 µm²
* Clk pwr share at 0
* I/O pins at 96
* Slowest cell on the critical path: ha_1
* Setup Viol. Count Final at 0
* Sw Share at 0.6100
* Vias in the first global route at 10.51k
* # clk buffers at 0
* Via count at 11.53k
* Die span in x at 180.7 µm
* Yosys warning total at 1
* First DRT Iteration DRCs at 1497
* Total wire length at 41780 µm
* Final Cycle Share at 0.7233
* Seq pwr share at 0
* Post-CTS sizing at 0
* Cell-internal power at 0.2455 mW
* Via-to-Cell Ratio at 6.098
* Hold/Removal Path Class: input pin to output port
* Tool Warnings at 120
* Placed Area at 10870 µm²
* Pwr/cell area at 57.92 nW/µm²
* Slew margin rel. at 0.4527
* Flops at 0
* Synth Seq Share at 0
* DRC violation count after routing at 0
* Rows at 65
* Netlist cell types at 87
* Die ar. at 32650 µm²
* First-pass DRT Iterations at 6
* Max IR drop VDD at 0.01531 mV
* Total power at 0.6294 mW
* Hold WS at 11.60 ns
* Worst slew pin tran at 0.8160 ns
* First-pass GRT wire length at 63160 µm
* Kind of critical path: input pin to output port
* Final Hold Viols at 0
* Switching power at 0.3839 mW
* CP Capture Type: output port
* Yosys Chip Area at 9580 µm²
* Sequential Area at 0 µm²
* DP HPWL at 34410 µm
* Leakage at 4.735 nW
* Layout Utilization at 0.3453
* Hold Buf Count CTS at 0
## per-stage QoR
| step | setup WS [ns] | std cells |
|---|---|---|
| finish | 7.360 | 1890 |
| detailed placement | 7.499 | 1890 |
| floorplan | 10.52 | 1458 |
| global placement | 7.646 | 1890 |
| CTS | 7.479 | 1890 |
| global route | 6.762 | 1890 |
## metal layers
| layer | GRT usage | part of all wire |
|---|---|---|
| met5 | 0 | 0 |
| met2 | 0.3822 | 0.43 |
| met3 | 0.03162 | 0.084 |
| met4 | 0.06222 | 0.031 |
| met1 | 0.3758 | 0.46 |
## path summary, 6_finish.rpt
check	from	end	slack, ns	cells past startpoint
min	b[28]	c[28]	11.60	4
max	b[24]	c[13]	7.36	26
## worst max-delay path: cells and delay by family
| kind | cells | cell delay (ns) |
|---|---|---|
| muxes | 2 | 0.42 |
| AOI/OAI and AO/OA | 8 | 2.66 |
| and+or+nand+nor | 8 | 2.13 |
| adders and majority gates | 2 | 1.00 |
| xor gates and xnor gates | 1 | 0.47 |
| buffers and inverters | 5 | 1.86 |
## Yosys cell counts (6+ instances only)
master | number | area, µm²
a2111oi_0 | 6 | 52.55
a211o_1 | 6 | 52.55
a211oi_1 | 27 | 202.7
a21o_1 | 42 | 315.3
a21oi_1 | 138 | 690.7
a221o_1 | 7 | 70.07
a221oi_1 | 20 | 175.2
a22oi_1 | 9 | 67.56
a31oi_1 | 15 | 93.84
and2_1 | 15 | 93.84
buf_1 | 7 | 26.28
buf_2 | 15 | 75.07
clkbuf_1 | 66 | 247.7
fa_1 | 7 | 140.1
ha_1 | 142 | 1777
inv_1 | 105 | 394.1
mux2_2 | 8 | 90.09
mux2i_1 | 32 | 320.3
nand2_1 | 120 | 450.4
nand2b_1 | 19 | 118.9
nand3_1 | 28 | 140.1
nand3b_1 | 6 | 45.04
nand4_1 | 7 | 43.79
nor2_1 | 144 | 540.5
nor2b_1 | 18 | 112.6
nor3_1 | 41 | 205.2
nor4_1 | 8 | 50.05
o211ai_1 | 24 | 180.2
o21a_1 | 26 | 195.2
o21ai_0 | 85 | 425.4
o21ai_1 | 12 | 60.06
o21bai_1 | 22 | 165.2
o221ai_1 | 17 | 148.9
o22ai_1 | 15 | 93.84
o31ai_1 | 14 | 105.1
o41ai_1 | 8 | 70.07
or2_2 | 10 | 62.56
or3_1 | 12 | 75.07
or4_1 | 6 | 45.04
xnor2_1 | 31 | 271.5
xor2_1 | 12 | 105.1
## cell usage in the layout, fill, tap and decap left out, types with 31 or more instances in the layout
master             n
inv_1            105
clkdlybuf4s50_1   96
a21o_1            42
ha_1             142
o21ai_0           85
nand2_1          119
mux2i_1           32
nor2_1           144
xnor2_1           31
a21oi_1          138
nor3_1            41
## power by group through the flow
| stage | clock network (mW) | logic (mW) | registers [mW] |
|---|---|---|---|
| 4_1_cts | 0 | 0.615 | 0 |
| 5_1_grt | 0 | 0.680 | 0 |
| 6_report | 0 | 0.629 | 0 |
## cells by family after synthesis
logic type               after synthesis  share of synthesized area
multiplexers                          40                    0.04284
buffers and inverters                197                    0.08189
AND-OR/OR-AND                        569                     0.4064
AND/OR/NAND/NOR                      460                     0.2295
XOR/XNOR                              43                    0.03931
adder cells (fa/ha/maj)              149                     0.2001
## cell type report
| class | count | area [µm²] |
|---|---|---|
| Multi-Input combinational cell | 1261 | 8813 |
| Timing Repair Buffer | 122 | 1156 |
| Inverter | 105 | 394.1 |
| Fill cell | 3357 | 20610 |
| Tap cell | 402 | 503.0 |
Power and IR drop assume default switching activity.
