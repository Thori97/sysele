==> /design/flow/design.v <==
`timescale 1ns/1ps
module multiplier(
    input [31:0]a,
    input [31:0]b,
    output [31:0]c
);
    assign c[31] = a[31]^b[31];
    assign c[30:23] =  $signed(a[30:23]) + $signed(b[30:23]);
    assign c[22:0] = a[22:0]*b[22:0];
endmodule
==> /design/flow/run.sh <==
#!/bin/bash
# OpenROAD 26Q1-2900-gdf79404cd8, Yosys 0.63+post, stock flow scripts
make -C /OpenROAD-flow-scripts/flow DESIGN_CONFIG=/design/flow/config.mk WORK_HOME=/design/flow/orfs finish
==> /design/flow/config.mk <==
export PLATFORM = sky130hd
export DESIGN_NAME = multiplier
export DESIGN_NICKNAME = multiplier
export VERILOG_FILES = /design/flow/design.v
export SDC_FILE = /design/flow/constraint.sdc
export NUM_CORES = 4
export LEC_CHECK = 1
export CORE_UTILIZATION = 30
==> /design/flow/constraint.sdc <==
current_design multiplier

set clk_period 18.4
set clk_io_pct 0.2

create_clock -name clk0 -period $clk_period

set non_clock_inputs [all_inputs -no_clocks]
set_input_delay [expr $clk_period * $clk_io_pct] -clock clk0 $non_clock_inputs
set_output_delay [expr $clk_period * $clk_io_pct] -clock clk0 [all_outputs]
==> flow_summary_export.csv <==
group,metric,value,unit
worst_setup_path,critPathMaxFanout,16,
worst_setup_path,cp_cell_sequence,"clkdlybuf4s50_1 -> and2_1 -> fa_1 -> fa_1 -> inv_1 -> fa_1 -> fa_1 -> fa_1 -> inv_1 -> fa_1 -> inv_1 -> fa_1 -> inv_1 -> ha_1 -> and3_1 -> nand2_1 -> nor3_1 -> a221o_1 -> o31ai_1 -> a21oi_1 -> xor2_1 -> clkdlybuf4s50_1",
worst_setup_path,path_class,"input pin to primary output",
sta,max_clock_freq,69.3,MHz
route,vias,6299,
finish,comb_area,7370,um^2
logic_synthesis,synth_area,8460,um^2
logic_synthesis,synth.most_common_cell,"inv_1",
route,vias_per_cell,4.39,
global_route,grt_usage,16.2,%
route,drt_iter0_drc,223,
clock_tree,cts_resized,0,
floorplan,die_w,170,um
job,drv_cap,0,
logic_synthesis,synth_top_area_share,45.6,%
floorplan,core,27800,um^2
power_and_ir_drop,max-vdd-ir-drop,396,uV
sta,rsz0062_at_grt,"no",
sta,tightest_slew,856,ps
logic_synthesis,xor_area_share,7.10,%
finish,fillers,2884,
global_route,grt_antenna_before_repair,0,
sta,finalMaxSlewViolations,0,
finish,seq_cells,0,
finish,drive_gt1_share,1.14,%
finish,finalNonFillerCells,1435,
route,route.detailed.drc,0,
logic_synthesis,ys_sh_aoi,4.18,%
sta,tns,0,ps
logic_synthesis,yosysTopAreaCell,"fa_1",
logic_synthesis,topCellsByArea,"fa_1, ha_1, inv_1",
floorplan,fp-row-count,61,
logic_synthesis,syn_area_per_cell,8.53,um^2
route,totalWireLength,21.0,mm
logic_synthesis,ys_warn_count,0,
logic_synthesis,syn_inst,992,
power_and_ir_drop,switching_power,1.36,mW
finish,clkbuf_count,0,
route,wire_per_inst,14.6,um
placed_design,routabilityCongestion,0.911,
worst_hold_path,worstHoldStart,"a[31]",
run_status,status,"finished clean",
floorplan,die_area,28900,um^2
finish,seq_area,0,um^2
placed_design,dp_cells,1434,
logic_synthesis,ys_seq_share,0,%
logic_synthesis,ys_top_logic_family,"adder cells",
logic_synthesis,synth_cell_types,35,
logic_synthesis,ys_sh_adder,58.8,%
sta,setup_viol,0,
power_and_ir_drop,swShare,46.3,%
logic_synthesis,ys_sh_simple,17.0,%
route,dr.pass1.iters,4,
worst_hold_path,whs_path_depth,3,
clock_tree,cts_hold_buffers,0,
sta,slew_headroom,42.7,%
route,antenna_violating_nets_post_route,0,
worst_hold_path,min_to,"c[31]",
power_and_ir_drop,power.total,2.93,mW
placed_design,dp.final_hpwl,17.4,mm
worst_setup_path,worstPathRequired,14720,ps
worst_setup_path,worst_path_max_delay_cell,"clkdlybuf4s50_1",
global_route,grt_max_degree,24,
power_and_ir_drop,intPower,1.58,mW
worst_setup_path,critPathTopFamily,"adder cells",
global_route,grt_pass1_wl,34.6,mm
worst_hold_path,hold_class,"input pin to primary output",
power_and_ir_drop,leakage,4.82,nW
global_route,grt_pass1_vias,6562,
job,warnings,32,
worst_setup_path,cp-start-kind,"input pin",
worst_setup_path,critPathMaxStageDelay,830,ps
sta,period_used_share,78.4,%
worst_setup_path,cp.arrival,10750,ps
worst_setup_path,crit_buf_inv,6,
logic_synthesis,top_cells_by_count,"inv_1, fa_1, nand2_1",
clock_tree,post-cts-setup-buffer-count,0,
global_route,grt_overflow,0,
power_and_ir_drop,p_per_area,299,nW/um^2
worst_setup_path,critPathCaptureType,"primary output",
placed_design,portBuffers,96,
logic_synthesis,synthMuxAreaShare,0,%
sta,min_period,14430,ps
finish,utilization,35.3,%
worst_setup_path,cpMostUsedCell,"fa_1",
logic_synthesis,synth_stat.cells,992,
floorplan,boundaryPins,96,
floorplan,chipHeight,170,um
sta,hold_violations,0,
logic_synthesis,yosys_area,8460,um^2
finish,syn_to_final_growth,15.9,%
floorplan,initCoreUtil,30.5,%
final cells by class:
type | count | share of cell area (%)
repair buffers | 106 | 10.6
diodes | 1 | 0.0255
inverters | 247 | 9.45
well taps | 378 | 4.82
multi-input cells | 703 | 75.1
stage by stage:
| stage | worst slack [ps] | area, um^2 | hold WS, ps |
|---|---|---|---|
| 2_1_floorplan | 5420 | 8460 | 7390 |
| 3_3_place_gp | 3960 | 9810 | 8280 |
| 3_5_place_dp | 3910 | 9810 | 8280 |
| 4_1_cts | 3900 | 9810 | 8280 |
| 5_1_grt | 3630 | 9810 | 8320 |
| 6_report | 3970 | 9810 | 8270 |
layout by cell type, fill, tap and decap left out:
cell	instances
a221o_1	1
o31ai_1	2
nand2b_1	1
a21oi_1	17
o21bai_1	6
nand2_1	166
and4_1	1
o211ai_1	1
fa_1	193
nor2b_1	2
buf_4	10
nor2_1	8
o21a_1	4
clkdlybuf4s50_1	96
nand4_1	1
a41oi_1	1
diode_2	1
inv_1	247
a21o_1	10
a31oi_1	2
xnor3_1	1
o211a_1	1
or2_2	2
nand3_1	2
xnor2_1	50
and2_1	113
o311ai_0	1
nor3_1	3
a211oi_1	1
and3_1	1
xor2_1	16
ha_1	89
o2111ai_1	1
o21ai_0	6
power groups by stage:
stage / clock, mW / sequential, mW / combinational (mW)
5_1_grt: 0 / 0 / 3.31
4_1_cts: 0 / 0 / 3.02
cell families (layout without fill, tap and decap cells):
logic type | count (synthesis) | in the layout
AND-OR/OR-AND | 54 | 54
XOR/XNOR | 67 | 67
adder cells (fa/ha/maj) | 282 | 282
buffers and inverters | 289 | 353
other | 0 | 1
AND/OR/NAND/NOR | 300 | 300
worst max path at each step:
stage / start / end / slack (ps) / depth (start not counted)
CTS: b[5] / c[21] / 3900 / 22
global route: b[5] / c[19] / 3630 / 22
finish: a[7] / c[21] / 3970 / 22
per-layer routing:
layer	track usage, %	part of all wire, %
met5	0	0
met4	1.10	0.83
met3	4.55	8.1
met2	25.0	46
met1	24.6	45
Power and IR drop assume default switching activity.
